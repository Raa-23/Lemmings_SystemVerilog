[flow/run.sh]
#!/bin/bash
# OpenROAD 26Q1-2900-gdf79404cd8, Yosys 0.63+post, stock flow scripts
make -C /OpenROAD-flow-scripts/flow DESIGN_CONFIG=/design/flow/config.mk WORK_HOME=/design/flow/orfs finish
[flow/config.mk]
export PLATFORM = sky130hd
export DESIGN_NAME = top_module
export DESIGN_NICKNAME = top_module
export VERILOG_FILES = /design/flow/design.v
export SDC_FILE = /design/flow/constraint.sdc
export NUM_CORES = 4
export LEC_CHECK = 1
export CORE_AREA = 10 10 70 70
export DIE_AREA = 0 0 80 80
[flow/constraint.sdc]
current_design top_module

set clk_period 1.1
set clk_io_pct 0.2

create_clock -name clk0 -period $clk_period [get_ports {clk}]

set non_clock_inputs [all_inputs -no_clocks]
set_input_delay [expr $clk_period * $clk_io_pct] -clock clk0 $non_clock_inputs
set_output_delay [expr $clk_period * $clk_io_pct] -clock clk0 [all_outputs]
[flow/design.v]
module top_module(
    input clk,
    input areset,     
    input bump_left,
    input bump_right,
    input ground,
    input dig,
    output walk_left,
    output walk_right,
    output aaah,
    output digging ); 
    parameter G_ND_L = 3'b100 , G_ND_R = 3'b101, G_D_L = 3'b110, G_D_R = 3'b111, N_L = 3'b000 , N_R = 3'b001;
    reg [2:0]state, next;
    always @(*) begin
        case(state)
            G_ND_L: next = ground?dig? G_D_L :bump_left? G_ND_R : G_ND_L: N_L; 
            G_ND_R: next = ground?dig? G_D_R :bump_right? G_ND_L : G_ND_R: N_R;
            G_D_L: next = ground? G_D_L: N_L;
            G_D_R: next = ground? G_D_R: N_R;
            N_L : next = ground? G_ND_L: N_L;
            N_R : next = ground? G_ND_R : N_R;
        endcase
    end
    always @(posedge clk, posedge areset) begin
        if(areset) state <= G_ND_L;
        else state <= next;
    end
    assign walk_left = state[2] & ~state[1] & ~state[0] ;
    assign walk_right = state[2] & ~state[1] & state[0];
    assign aaah = ~state[2];
    assign digging = state[2] & state[1] ;
endmodule
==> out/qor.csv <==
metric;value;unit
CTS root buffer;clkbuf_4;
via count;270;
MUX share of area;0;
vias in the first global route;307;
Power Dens Cells;616;nW/µm²
area fraction in compound gates;0.164;
outcome;complete, but fails checks;
most frequent logic cells in the routed design;buf_4, clkdlybuf4s50_1, buf_6;
Via density;2.84;
Layout Cells excl Fill;95;
ANT cells;0;
HP Class;in2async;
Area after DPL;460;µm²
cell area after synthesis;275;µm²
Final TNS setup;-0.969;ns
number of OpenROAD warnings;29;
row count;21;
met3 Resource Use GR;0.0148;
H-tree levels;1;
die span in y;80;µm
fraction of layout cells with a size suffix above 1;0.429;
final setup fails;4;
Synthesis Warnings;1;
HPWL Detailed;591;µm
# DRC;0;
endpoints left unconstrained;6;
RSZ-0062 raised after global routing;yes;
Detailed Routing Iterations Pass 1;4;
Clock Pin Slew Worst Setup and Hold Paths;0.04;ns
adder and majority gate portion of the synthesized area;0.136;
RD Place Congestion;0.725;
CTS tree;built;
Fillers;384;
# port buffers;9;
hold slack;0.164;ns
leak pwr;0.242;nW
critical path endpoint category;output port;
TritonCTS buffer count;3;
Synth Area in Simple Gates;0.205;
post-route setup slack;-0.289;ns
I/O pin cnt;10;
chip width;80;µm
most instantiated logic cell after routing;buf_4;
# Max-Cap Violations;0;
GRT Total Usage;0.0239;
post-DR wirelength/cell;7.75;µm
largest net degree at the start of global routing;7;
Yosys Instances;27;
first-pass GRT wire length;1.29;mm
Synth Area per Inst;10.2;µm²
core footprint;3420;µm²
critical path data arrival time;1.17;ns
failing checks;negative setup slack;
Critical Path Start Type;flip-flop;
Tcrit/Tclk final;1.26;
WL final;736;µm
clock buffer depth;2;
Routed Antenna Nets;0;
Final min period;1.39;ns
Critical Path RT;0.88;ns
Top non-seq family;simple AND/OR/NAND/NOR gates;
register pins left without a clock;3;
Slew Viols, Final;0;
post-layout util;0.160;
hold-fix buffers at CTS;0;
Final Cell Area;548;µm²
Core Util at FP;0.0806;
Chip Footprint;6400;µm²
area fraction in xor and xnor cells;0;
YS chip area;275;µm²
final number of hold-violating endpoints;0;
max_slew headroom;0.845;
worst vdd ir;158;µV
met1 GRT Util;0.0300;
Area Overhead vs Synth;99.1;%
grt peak-use layer;met2;
initial antenna violation count;0;
Peak Freq;720;MHz
Slew @ Worst Pin;0.230;ns
distinct lib cells;17;
Synth Instances;27;
Synth Register Bits;6;
met2 Resource Use GR;0.0313;
placed cell count;87;
WS Path Type;reg2out;
drt initial violations;7;
GRT overflow;0;
Worst Path Max Fanout;2;
power by group:
| group | switching, W | internal [W] | total, W | leakage [nW] |
|---|---|---|---|---|
| sequential | 0.000000254 | 0.000113 | 0.000113 | 0.0605 |
| combinational | 0.0000108 | 0.0000242 | 0.0000350 | 0.167 |
| clock | 0.0000537 | 0.000136 | 0.000189 | 0.0150 |
through the flow:
step | setup WS [ns] | total power (W)
floorplan | 0.0761 | 0.000125
global placement | -0.356 | 0.000148
detailed placement | -0.370 | 0.000148
CTS | -0.302 | 0.000349
global route | -0.348 | 0.000366
finish | -0.289 | 0.000337
synthesized netlist by cell type:
cell / instances / area (µm²)
a21boi_1: 1 / 7.51
a21oi_1: 1 / 5.00
a22oi_1: 1 / 7.51
a31oi_1: 1 / 6.26
and2_1: 2 / 12.5
and2b_1: 1 / 7.51
and3_2: 1 / 7.51
dfrtp_1: 2 / 50.1
dfstp_2: 1 / 26.3
dlxtn_1: 3 / 45.0
ha_1: 3 / 37.5
inv_1: 4 / 15.0
nor4bb_1: 2 / 20.0
o211ai_1: 1 / 7.51
o21ai_1: 1 / 5.00
o22ai_1: 1 / 6.26
or3b_1: 1 / 8.76
layout make-up:
class / instances / area, µm² / share of cell area
tap: 46 / 57.6 / 0.105
timing repair buffer: 18 / 161 / 0.295
sequential: 6 / 121 / 0.221
multi-input combinational: 17 / 164 / 0.299
inverter: 4 / 17.5 / 0.0320
clock buffer: 4 / 26.3 / 0.0479
critical path, stage by stage (launching register included):
cell	delay (ns)
dfstp_2	0.54
buf_6	0.10
ha_4	0.12
and2b_1	0.11
buf_2	0.08
routing by layer:
| metal | part of all wire | wire (µm) |
|---|---|---|
| met3 | 0.15 | 110 |
| met1 | 0.42 | 310 |
| met4 | 0.024 | 18 |
| met5 | 0 | 0 |
| met2 | 0.40 | 296 |
cells by family after synthesis:
family | after synthesis
compound gates | 7
fa+ha+maj | 3
buf+inv | 4
flops | 3
latches | 3
simple gates | 7
path summary, 6_finish.rpt:
kind	cells past startpoint	slack, ns	to	from
hold / removal	2	0.16	state[1]	areset
min in group clk0	2	1.02	walk_right	state[0]
max in group asynchronous	2	0.73	state[2]	areset
setup / recovery	4	-0.29	walk_left	state[2]
repair_timing:
| item | CTS | global route |
|---|---|---|
| pin swaps | 2 | 0 |
| resized | 20 | 3 |
| buffers inserted | 2 | 2 |
| setup endpoints to repair | 4 | 4 |
sequential cells by signal, summed over array words and instances, names as in the netlist:
register,flops
state,3
next,3
Power figures rest on the tool's default switching activity, not on a simulated workload.
